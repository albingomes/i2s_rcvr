$ cat design/flow/config.mk
export PLATFORM = sky130hd
export DESIGN_NAME = i2s_rcvr
export DESIGN_NICKNAME = i2s_rcvr
export VERILOG_FILES = /design/flow/design.v
export SDC_FILE = /design/flow/constraint.sdc
export NUM_CORES = 4
export LEC_CHECK = 1
export CORE_UTILIZATION = 30
$ cat design/flow/constraint.sdc
current_design i2s_rcvr

set clk_period 3.0
set clk_io_pct 0.2

create_clock -name clk0 -period $clk_period [get_ports {bck}]
create_clock -name clk1 -period $clk_period [get_ports {clk}]

set non_clock_inputs [all_inputs -no_clocks]
set_input_delay [expr $clk_period * $clk_io_pct] -clock clk0 $non_clock_inputs
set_output_delay [expr $clk_period * $clk_io_pct] -clock clk0 [all_outputs]
$ cat design/flow/design.v
module i2s_rcvr (
  input                 clk,         
  input                 bck,         
  input                 reset_n,
  input                 lrck,        
  input                 data,        
  output logic [15:0]   data_out     
);
logic         lrck_reg;
logic         channel;
logic [3:0]   bit_counter;
logic [15:0]  shift_reg;
logic [15:0]  storage_reg;  
always_ff @(posedge bck) begin 
  lrck_reg  <= (reset_n == 0) ? 0 : lrck;
end
always_ff @(posedge bck) begin
  if (reset_n == 0) begin
    channel <= 0;
  end 
  begin
    if (lrck == 1 && lrck_reg == 0) begin       
      channel <= 1;  
    end
    else if (lrck == 0 && lrck_reg == 1) begin  
      channel <= 0;  
    end
  end
end
always_ff @(posedge bck) begin
  if (reset_n == 0) begin
    bit_counter <= 15;
  end 
  else begin
    if ((lrck == 1 && lrck_reg == 0) || (lrck == 0 && lrck_reg == 1)) begin
      bit_counter <= 15;
    end
    else begin
      bit_counter <= (bit_counter == 0)? 0:bit_counter - 1;
    end
  end
end
always_ff @(posedge bck) begin
  if (reset_n == 0) begin
    shift_reg <= 16'h0000;
  end
  else begin
    shift_reg <= {shift_reg[14:0],data};
  end
end 
always_ff @(posedge bck) begin
  if(reset_n == 0) begin
    storage_reg <= 16'h0000;
  end
  else begin
    if (bit_counter == 0) begin
        storage_reg <= shift_reg;
    end
  end 
end
always_ff @(posedge clk)begin
  if (reset_n == 0) begin
    data_out    <= 0;
  end
  else begin
    data_out    <= storage_reg;
  end
end
endmodule
$ cat design/flow/run.sh
#!/bin/bash
# OpenROAD 26Q1-2900-gdf79404cd8, Yosys 0.63+post, stock flow scripts
make -C /OpenROAD-flow-scripts/flow DESIGN_CONFIG=/design/flow/config.mk WORK_HOME=/design/flow/orfs finish
==> results.tsv <==
metric	value	unit
top_area_cell	dfxtp_1	
setup_viol	0	
fin_area	1990	sq um
hold_class	reg2reg	
cts_tree	built	
antenna_cells	0	
wl	2200	microns
initCoreUtil	32.2	%
io_buffers	19	
startpoint_type	input port	
power_frac_comb	1.4	%
p_leak	0.799	nW
vias_per_cell	4.00	
cp-startpoint	reset_n	
syn-cell-area	1570	sq um
netlist_top_cells_area	dfxtp_1 (68%), and2_1 (13%), mux2_2 (11%)	
post-synth-top-count-cell	dfxtp_1	
synth_warnings	1	
via_count	855	
top_cell_area_share	67.6	%
ctsResizeCount	0	
switchingPower	0.241	mW
ys_area	1570	sq um
maxCapViolCount	0	
antenna_found_initial	0	
worst_r2r_startpoint	bit_counter[0]	
clock_skew	5.50	ps
grtUsageTotal	9.58	%
ys_cells	120	
grt_pass1_wl	3910	microns
flop_cell	dfxtp_1	
io_pins	21	
syn_inst	120	
post_cts_buffers	0	
ir_drop	0.000331	V
core_area	4880	sq um
cts_hold_buf	0	
fill_cells	475	
drtAntennaViolNets	0	
powerDensity	662	nW/um^2
gp_congestion	0.712	
postSynthSeqShare	67.6	%
post_drt_wl_per_cell	10.3	microns
grt_overflow_total	0	
worst_slew_pin_slew	867	ps
grt_max_degree	34	
cp_slowest_cell	clkdlybuf4s50_1	
worstSetupEndpoint	storage_reg[11]	
dpl_cell_area	1830	sq um
finalSetupTns	0	ps
rrSetupSlack	1560	ps
whs_path_depth	1	
pwr-share-clk	44.5	%
edf_count	0	
drv_slew	0	
cp.required	3170	ps
relSlewSlack	42.0	%
ys_ff	53	
warning_count	26	
hold_violations	0	
cp_slowest_stage_delay	860	ps
drt-initial-drc-count	51	
die_x	74.3	microns
crit_family	buffers and inverters	
grt_pass1_vias	875	
worstReg2RegEnd	storage_reg[14]	
rsz0062_at_grt	false	
dieArea	5520	sq um
synth_area_per_cell	13.1	sq um
rows	25	
power.share.sequential	54.1	%
path_class	in2reg	
timing.hold.ws	443	ps
netlist_top_cells_count	dfxtp_1 (53), and2_1 (32), mux2_2 (15), clkbuf_1 (4), nand2_1 (3)	
synth_cell_types	18	
drc	0	
die_y	74.3	microns
end_kind	flip-flop	
syn2layout_area_growth	26.8	%
dp_hpwl	1340	microns
synth-async-reset-ratio	0	%
crit_buf_inv	1	
crit_cells	3	
clock_sinks	53	
intPower	1.08	mW
worstPathCellList	clkdlybuf4s50_1 > and2_1 > mux2_2	
first_pass_iters	3	
arrival	2150	ps
switching_share	18.3	%
drive_gt1_share	19.7	%
reg2reg_depth	3	
status	complete, no violations	
crit_fanout	33	
clk_pin_slew	70	ps
==> cell families after synthesis <==
group / Yosys count / synth area share (%)
flops: 53 / 67.6
simple gates: 39 / 16.2
mux: 16 / 11.4
buf+inv: 6 / 1.91
compound gates: 5 / 2.31
xor+xnor: 1 / 0.558
==> worst min-delay path by stage <==
stage,startpoint,endpoint,slack [ps]
after CTS,shift_reg[2],shift_reg[3],440
final,shift_reg[2],shift_reg[3],440
after global routing,shift_reg[1],shift_reg[2],470
==> worst register-to-register path, stage by stage, from the launching register on <==
cell,delay (ps)
dfxtp_1,380
nor4_4,290
buf_4,290
mux2_2,370
==> layout by cell type, fill, tap and decap left out, types with 2 or more instances in the layout <==
| master | synthesis | routed |
|---|---|---|
| clkbuf_8 | 0 | 9 |
| buf_4 | 0 | 2 |
| nand2_1 | 3 | 3 |
| and2_1 | 32 | 32 |
| dfxtp_1 | 53 | 53 |
| mux2_2 | 15 | 15 |
| clkdlybuf4s50_1 | 0 | 19 |
==> power groups by stage <==
| stage | Combinational, mW | Sequential (mW) | Clock (mW) |
|---|---|---|---|
| 4_1_cts | 0.0186 | 0.712 | 0.610 |
| 5_1_grt | 0.0206 | 0.713 | 0.645 |
| 6_report | 0.0182 | 0.713 | 0.586 |
==> per-layer routing <==
layer  up-vias  track usage [%]  routed length [microns]
met5         -                0                        0
met4         0             3.14                       44
met3         6             3.30                       92
met2        15             14.4                     1040
met1       394             13.4                     1030
li1        440                -                        -
==> area by class of cell <==
type / count / area (sq um) / area share [%]
Sequential cell: 53 / 1060 / 53.3
Multi-Input combinational cell: 61 / 478 / 24.0
Timing Repair Buffer: 21 / 205 / 10.3
Clock buffer: 10 / 128 / 6.42
Tap cell: 67 / 83.8 / 4.21
Clock inverter: 1 / 30.0 / 1.51
Inverter: 1 / 3.75 / 0.189
==> metrics by stage <==
| step | std cells | setup slack (ps) | util [%] | power (mW) |
|---|---|---|---|---|
| after detailed placement | 203 | 711 | 37.5 | 0.747 |
| after floorplan | 120 | 1520 | - | 0.739 |
| after global routing | 214 | 894 | 40.8 | 1.38 |
| after CTS | 214 | 996 | 40.8 | 1.34 |
| after global placement | 203 | 773 | 37.5 | 0.746 |
| final | 214 | 1020 | 40.8 | 1.32 |
No activity file was given, so power comes from the tool's default toggle rates.
